### flow/config.mk
export PLATFORM = sky130hd
export DESIGN_NAME = top_module
export DESIGN_NICKNAME = top_module
export VERILOG_FILES = /design/flow/design.v
export SDC_FILE = /design/flow/constraint.sdc
export NUM_CORES = 4
export LEC_CHECK = 1
export CORE_UTILIZATION = 40
### flow/constraint.sdc
current_design top_module

set clk_period 2.6
set clk_io_pct 0.2

create_clock -name clk0 -period $clk_period [get_ports {clk}]

set non_clock_inputs [all_inputs -no_clocks]
set_input_delay [expr $clk_period * $clk_io_pct] -clock clk0 $non_clock_inputs
set_output_delay [expr $clk_period * $clk_io_pct] -clock clk0 [all_outputs]
### flow/design.v
module clock_divider(
    input clk,           
    input rst,           
    output reg slow_clk  
);
    reg [17:0] count;
    always @(posedge clk or posedge rst) begin
        if (rst) begin
            count <= 0;
            slow_clk <= 0;
        end else if (count == 124999) begin
            count <= 0;
            slow_clk <= ~slow_clk;  
        end else begin
            count <= count + 1;
        end
    end
endmodule
module duty_cycle_control(
    input clk,         
    input rst,         
    input btn_up,      
    input btn_down,    
    output reg [6:0] duty_cycle  
);
    reg btn_up_prev, btn_down_prev;
    always @(posedge clk or posedge rst) begin
        if (rst) begin
            duty_cycle <= 50;  
            btn_up_prev <= 0;
            btn_down_prev <= 0;
        end else begin
            if (btn_up && !btn_up_prev && duty_cycle < 100)
                duty_cycle <= duty_cycle + 5;  
            if (btn_down && !btn_down_prev && duty_cycle > 0)
                duty_cycle <= duty_cycle - 5;  
            btn_up_prev <= btn_up;
            btn_down_prev <= btn_down;
        end
    end
endmodule
module pwm_generator(
    input clk,                
    input rst,                
    input [6:0] duty_cycle,   
    output reg pwm_out        
);
    reg [6:0] counter;   
    always @(posedge clk or posedge rst) begin
        if (rst) begin
            counter <= 0;
            pwm_out <= 0;
        end else begin
            if (counter < 99)
                counter <= counter + 1;
            else
                counter <= 0;   
            if (counter < duty_cycle)
                pwm_out <= 1;   
            else
                pwm_out <= 0;   
        end
    end
endmodule
module top_module(
    input clk,         
    input rst,         
    input btn_up,      
    input btn_down,    
    output pwm_led     
);
    wire slow_clk;      
    wire [6:0] duty_cycle;  
    wire pwm_signal;    
    clock_divider clk_div(
        .clk(clk),
        .rst(rst),
        .slow_clk(slow_clk)
    );
    duty_cycle_control duty_ctrl(
        .clk(slow_clk),     
        .rst(rst),
        .btn_up(btn_up),
        .btn_down(btn_down),
        .duty_cycle(duty_cycle)
    );
    pwm_generator pwm_gen(
        .clk(slow_clk),
        .rst(rst),
        .duty_cycle(duty_cycle),
        .pwm_out(pwm_signal)
    );
    assign pwm_led = pwm_signal; 
endmodule
### flow/run.sh
#!/bin/bash
# OpenROAD 26Q1-2900-gdf79404cd8, Yosys 0.63+post, stock flow scripts
make -C /OpenROAD-flow-scripts/flow DESIGN_CONFIG=/design/flow/config.mk WORK_HOME=/design/flow/orfs finish
==> reports/results.tsv <==
metric	value	unit
slew margin rel.	0.643	
Inserted Diodes	0	
chip area in the Yosys report	1930	µm²
I/O pins	5	
register pins left without a clock	17	
Setup Crit Path Kind	reg2reg	
CP startpoint kind	flop	
Via density	5.41	
worst path required time	2.78	ns
Async SR Flop Fraction	1.00	
Port Buffers	4	
Clock Skew	0.00177	ns
CTS buffer count	3	
most frequent cells in the layout	33 x dfrtp_1, 22 x nor2_1, 15 x xor2_1, 13 x nand2_1, 13 x ha_1	
switching pwr	0.000110	W
Comb pwr share	0.067	
endpoints left unconstrained	18	
VDD IR max	0.226	mV
Critical Path End Type	flop	
R2R setup slack	0.99	ns
fraction of layout cells with a size suffix above 1	0.0821	
clock group share of total power	0.372	
H-tree depth	1	
Root Buffer	clkbuf_8	
Slew @ Worst Pin	0.535	ns
drt wl/cell	12.9	µm
fin crit share	0.619	
DRT Pass-1 Iters	4	
post-synth top area cell	dfrtp_1	
post-place setup slack	1.02	ns
Fill cells	401	
worst-path maximum fanout	5	
Hold Vio Cnt, Final	0	
Internal Pwr Total	0.000419	W
Longest Clk Path Bufs	2	
core area	4500	µm²
antenna violations before repair	0	
Worst Path Arrival	1.79	ns
GRT overflow	0	
DPL Wire Length	2.37	mm
mean post-synth cell area	10.4	µm²
GRT Total Usage	0.152	
area grow syn2layout	8.15	%
pwr/cell area	253	nW/µm²
post-route ant nets	0	
Post-CTS Setup Bufs	0	
clk slew on worst S/H paths	0.07	ns
die area	5120	µm²
Pleak	1.03	nW
Sequential Power Share	0.561	
vias in the first global route	1359	
flops & latches, synth	36	
EDFF count, synth	0	
Top cells by area	dfrtp_1 43%, ha_1 8.4%, xor2_1 6.8%	
Core Util at FP	0.429	
Final min period	1.61	ns
max-cap viol count	0	
sequential area share after synthesis	0.468	
Worst-Skew Late Latency	0.25	ns
OpenROAD warning count	25	
TNS Setup	0	ns
sw frac	0.208	
# Cells Yosys	186	
largest net degree at the start of global routing	37	
status	complete, no violations	
final hold slack	0.482	ns
Unique cell types	37	
Hold Crit Class	reg2reg	
GPL Wtd Cong	0.864	
Synth Cell Area	1930	µm²
Residual DRC	0	
RSZ-0062 raised after global routing	no	
dominant logic cell type in the layout	dfrtp_1	
row count	24	
highest clock rate	621	MHz
TritonCTS clock tree	yes	
Die Ht	71.5	µm
final setup vio count	0	
Mapped Cells	186	
yosys warns	3	
Dominant cell area share	0.427	
vias	1336	
CTS-repair resized insts	0	
hold buffer count at cts	0	
width of the die	71.5	µm
Post-synth top flop	dfrtp_1	
first-pass GRT wire length	6.07	mm
Post-Route WL	3.17	mm
Max Slew Vio Count	0	
worst setup slack after layout	0.990	ns
initial DRC count	51	
## power by group through the flow
stage	sequential (W)	combinational, W	clock [W]
after CTS	0.000296	0.0000367	0.000203
after global routing	0.000296	0.0000410	0.000216
final	0.000296	0.0000356	0.000197
## layer usage
metal | vias to the layer above | GRT usage | part of all wire
li1 | 665 | - | -
met1 | 654 | 0.251 | 0.51
met2 | 17 | 0.229 | 0.45
met3 | 0 | 0.0300 | 0.036
met4 | 0 | 0.00871 | 0
met5 | - | 0 | 0
## synth_stat cells (2+ instances only)
cell	n
a211o_1	2
a211oi_1	2
a21o_1	3
a21oi_1	6
and4_4	2
dfrtp_1	33
dfstp_2	3
ha_1	13
inv_1	11
nand2_1	13
nand2b_1	4
nand3_1	8
nand4_1	5
nor2_1	22
nor2b_1	4
nor4_1	2
o211a_1	2
o21ai_0	9
or3_1	3
xnor2_1	8
xor2_1	15
## sequential cells by signal, summed over array words and instances (netlist names)
register                 cells
pwm_gen.pwm_out              1
pwm_gen.counter              7
clk_div.count               18
duty_ctrl.btn_up_prev        1
clk_div.slow_clk             1
duty_ctrl.btn_down_prev      1
duty_ctrl.duty_cycle         7
## cell families after synthesis
| kind of cell | after synthesis | share of synthesized area |
|---|---|---|
| xor+xnor | 23 | 0.104 |
| simple gates | 70 | 0.193 |
| flops | 36 | 0.468 |
| mux | 2 | 0.0110 |
| fa+ha+maj | 14 | 0.0944 |
| compound gates | 30 | 0.108 |
| buf+inv | 11 | 0.0213 |
## metrics by stage
stage,utilization,area (µm²),cells,power [W]
3_5_place_dp,0.454,2050,243,0.000338
5_1_grt,0.464,2090,247,0.000553
3_3_place_gp,0.454,2050,243,0.000337
4_1_cts,0.464,2090,247,0.000536
2_1_floorplan,-,1930,186,0.000326
6_report,0.464,2090,247,0.000529
## area by class of cell
class / count / area, µm² / share of cell area
clock buffers: 4 / 45.0 / 0.0215
repair buffers: 5 / 47.5 / 0.0227
multi-input cells: 139 / 988 / 0.472
inverters: 11 / 41.3 / 0.0197
flip-flops and latches: 36 / 905 / 0.432
well taps: 52 / 65.1 / 0.0311
## worst paths after layout
kind                                        startpoint                          end  depth (start not counted)
max in group asynchronous                          rst  clk_div.count[13]$_DFF_PP0_                          3
min in group asynchronous                          rst  clk_div.count[16]$_DFF_PP0_                          3
max                         clk_div.count[2]$_DFF_PP0_  clk_div.count[15]$_DFF_PP0_                          5
min reg2reg                clk_div.count[17]$_DFF_PP0_  clk_div.count[17]$_DFF_PP0_                          1
min                        clk_div.count[17]$_DFF_PP0_  clk_div.count[17]$_DFF_PP0_                          1
max reg2reg                 clk_div.count[2]$_DFF_PP0_  clk_div.count[15]$_DFF_PP0_                          5
## worst max-delay path: stages, from the launching register on
cell     delay, ns
dfrtp_1       0.42
nand4_1       0.12
nor2_1        0.40
nand3_4       0.13
or3_1         0.32
a21oi_1       0.15
Power figures rest on the tool's default switching activity, not on a simulated workload.
